### /design/flow/constraint.sdc
current_design lineBuffer

set clk_period 14.2
set clk_io_pct 0.2

create_clock -name clk0 -period $clk_period [get_ports {i_clk}]

set non_clock_inputs [all_inputs -no_clocks]
set_input_delay [expr $clk_period * $clk_io_pct] -clock clk0 $non_clock_inputs
set_output_delay [expr $clk_period * $clk_io_pct] -clock clk0 [all_outputs]
### /design/flow/config.mk
export PLATFORM = sky130hd
export DESIGN_NAME = lineBuffer
export DESIGN_NICKNAME = lineBuffer
export VERILOG_FILES = /design/flow/design.v
export SDC_FILE = /design/flow/constraint.sdc
export NUM_CORES = 4
export LEC_CHECK = 1
export CORE_UTILIZATION = 30
### /design/flow/run.sh
#!/bin/bash
# OpenROAD 26Q1-2900-gdf79404cd8, Yosys 0.63+post, stock flow scripts
make -C /OpenROAD-flow-scripts/flow DESIGN_CONFIG=/design/flow/config.mk WORK_HOME=/design/flow/orfs finish
### /design/flow/design.v
`timescale 1ns / 1ps
module lineBuffer(
input   i_clk,
input   i_rst,
input [7:0] i_data,
input   i_data_valid,
output [23:0] o_data,
input i_rd_data
);
reg [7:0] line [27:0];  
reg [4:0] wrPntr;
reg [4:0] rdPntr;
always @(posedge i_clk)
begin
    if(i_data_valid)
        line[wrPntr] <= i_data;
end
always @(posedge i_clk)
begin
    if(i_rst)
        wrPntr <= 'd0;
    else if(i_data_valid)
        wrPntr <= wrPntr + 'd1;
end
assign o_data = {line[rdPntr],line[rdPntr+1],line[rdPntr+2]};
always @(posedge i_clk)
begin
    if(i_rst)
        rdPntr <= 'd0;
    else if(i_rd_data)
        rdPntr <= rdPntr + 'd1;
end
endmodule
==> run summary <==
Notes on the physical design

The run finished with clean final reports. Per the finish-stage timing summary, setup violations number 0. According to the I/O placement log, the pin count is 36. The number of warning messages in the logs is 28. The first-pass detailed-route iteration total is 5. The final setup TNS is 0 ns. The main area contributors are sky130_fd_sc_hd__edfxtp_1 51%, sky130_fd_sc_hd__mux4_2 25%, sky130_fd_sc_hd__mux2i_1 6.3%. TritonCTS created 26 clock buffers. The buffer and inverter count on the worst path is 2. The cell at the slowest stage of the critical path is sky130_fd_sc_hd__dfxtp_2. The placed instance count is about 1.4k.

In the final layout, the share of cells above drive strength 1 is 0.3097. The detailed-placement wirelength estimate is about 23000 um. The clock period could shrink to between 7 and 8 ns.

The total power consumption of the routed design is between 1.5 and 2 mW. The tightest slew margin relative to the limit is 0.3733. The library cell occupying the most area in the post-synthesis netlist is sky130_fd_sc_hd__edfxtp_1. Yosys mapped a number of flops with a built-in enable equal to between 200 and 250. The core utilization before placement is 0.3058.

On the worst path, the slowest cell contributes a delay of 0.87 ns. The root buffer selected by CTS is sky130_fd_sc_hd__clkbuf_16. The finished cells cover approximately 15000 sq um.

The global router's overall resource usage is 0.1736. Ranked by instance count, the synthesized netlist is headed by 224 x sky130_fd_sc_hd__edfxtp_1, 150 x sky130_fd_sc_hd__mux4_2, 83 x sky130_fd_sc_hd__mux2i_1, 42 x sky130_fd_sc_hd__nor2_1, 32 x sky130_fd_sc_hd__nand2_1. For this run, the top clock speed supported by timing is approximately 140 MHz.

The initial antenna violation count is 0. TritonCTS built the clock tree. The average vias per placed instance is between 5 and 6. Per the log, the first TritonRoute iteration ended with a DRC count of 425.

The transition time of the tightest slew-check pin is roughly 0.94 ns. Per the placement log, port buffering inserted 35 buffers. The largest net degree at the start of global routing is 44. The cell family contributing the most delay on the critical path is buffers and inverters. The max-slew violation total from the final report is 0. The area fraction of the largest cell type after synthesis is 0.5073.

The number of H-tree levels is 1. In the final routed layout, each cell accounts on average for between 20 and 30 um. Per STA, the worst path is made up of ha_4 -> buf_4 -> mux2i_1 -> mux4_1 -> nand2_1 -> a21oi_1 -> a221oi_2 -> clkdlybuf4s50_1. For the worst setup path, the data required time is roughly 11 ns. The maximum fanout along the worst path is 37. The remaining global-route overflow is 0. At the end of routability-driven placement, the weighted congestion stood at 0.8637. Relative to the synthesized area, the layout overhead comes to 14.16%. The number of global-route vias before repair is roughly 8.4k. The first global-routing pass estimated 52900 um of wire. The DRC violation total left in the routed layout is recorded as 0. For this design the ratio of total power to cell area is between 100 and 150 nW/um^2. For this design, Yosys synthesis ends with a cell count of approximately 770.

The filler cell count in the final layout is 4059. The full die area is 45050 sq um. The count of endpoints failing hold in the final timing report is 0.

The max-cap check violation count is 0. The number of placement rows is approximately 76. The area of the mapped netlist is roughly 13000 sq um. The number of nets still failing antenna checks after routing is 0. The register clock-pin slew on the reported worst setup and hold paths is around 0.060 ns. The share of the clock period used by the worst path is 0.5140. In this run the cell area measured after placement is 14310 sq um. The worst setup path is launched from a flop. The number of hold buffers added after CTS was 0. The number of buffers on the longest clock path is 3. Data arrives at the worst endpoint at ~4.5 ns.

The routed layout has 7759 vias. The post-synthesis register bit count is between 200 and 250. Note that the worst hold path type here is flop to flop. Of the synthesized area, sequential elements account for 0.5299.

The warning tally printed by Yosys for this design is 1. For reference, the most critical setup path is categorized as flop to primary output. The synthesized netlist contains roughly 46 unique library cells. The horizontal die dimension is roughly 210 um. For this run, the script counts the antenna cells in the layout as 0. The area of the synthesized netlist per yosys stat is approximately 13000 sq um. Summed over all cells, the static leakage comes to 4.603 nW.

STA classifies the critical path endpoint as a primary output. The clock insertion delay at the later pin of the skew report is 0.53 ns. The cell count after synthesis came out at between 700 and 800. The report lists the number of cells resized after CTS as 0. The setup clock skew after layout is 0.008610 ns. The core region is between 40000 and 50000 sq um. Setup repair after global routing left no endpoint under its margin. Among all cell types in the netlist, the one instantiated most often is sky130_fd_sc_hd__edfxtp_1. The analysis reports a worst IR drop on VDD of 0.00008386 V. The commonest register cell is sky130_fd_sc_hd__edfxtp_1. Per the repair_timing log after CTS, setup buffers inserted total 0. The die height is between 200 and 250 um. In the synthesized netlist the async set-or-reset flop fraction comes to 0. The tree built by TritonCTS fans out to approximately 240 sinks.

Averaged over all synthesized cells, the footprint is between 15 and 20 sq um. Leaving out filler cells and counting taps, the final layout contains around 1.4k. Summed over all layers, the routed wires come to around 35000 um.
==> cell type report <==
class                           instances  area [sq um]  area share
Inverter                                3         11.26   0.0007439
Clock buffer                           31         690.7     0.04562
Multi-Input combinational cell        465          5839      0.3857
Clock inverter                         15         136.4    0.009009
Sequential cell                       239          7041      0.4651
Tap cell                              585         732.0     0.04835
Timing Repair Buffer                   80         688.2     0.04546
==> flip-flops by register name, summed over array words and instances (netlist names), named ones only <==
name,cells
rdPntr,5
wrPntr,5
line,224
==> cells by family (layout without fill, tap and decap cells) <==
kind of cell	after synthesis	count (layout)	share of synthesized area
simple gates	107	107	0.03661
compound gates	86	86	0.04341
xor+xnor	13	13	0.01255
fa+ha+maj	6	6	0.005661
buf+inv	68	129	0.03067
mux	253	253	0.3412
flops	239	239	0.5299
==> metrics by stage <==
step                utilization  hold WS [ns]  setup WS [ns]
detailed placement       0.3300        0.5510          7.384
finish                   0.3491        0.5639          6.901
global route             0.3491        0.6069          6.623
floorplan                     -        0.5202          9.506
global placement         0.3300        0.5413          7.414
CTS                      0.3491        0.5579          6.821
==> layout by cell type (no fill, tap or decap), types with 6 or more instances in the layout <==
| cell | Yosys | final |
|---|---|---|
| sky130_fd_sc_hd__nand2_1 | 32 | 32 |
| sky130_fd_sc_hd__a22oi_1 | 6 | 6 |
| sky130_fd_sc_hd__clkinv_2 | 0 | 6 |
| sky130_fd_sc_hd__nand3_1 | 7 | 7 |
| sky130_fd_sc_hd__clkdlybuf4s50_1 | 0 | 35 |
| sky130_fd_sc_hd__o21ai_0 | 22 | 22 |
| sky130_fd_sc_hd__mux2_2 | 8 | 8 |
| sky130_fd_sc_hd__a21oi_1 | 22 | 22 |
| sky130_fd_sc_hd__buf_4 | 11 | 45 |
| sky130_fd_sc_hd__xor2_1 | 7 | 7 |
| sky130_fd_sc_hd__nor2_1 | 42 | 42 |
| sky130_fd_sc_hd__mux4_1 | 6 | 6 |
| sky130_fd_sc_hd__edfxtp_1 | 224 | 224 |
| sky130_fd_sc_hd__o21ai_1 | 6 | 6 |
| sky130_fd_sc_hd__clkbuf_16 | 0 | 27 |
| sky130_fd_sc_hd__a22o_1 | 7 | 7 |
| sky130_fd_sc_hd__mux2_1 | 6 | 6 |
| sky130_fd_sc_hd__dfxtp_1 | 15 | 10 |
| sky130_fd_sc_hd__mux2i_1 | 83 | 83 |
| sky130_fd_sc_hd__mux4_2 | 150 | 150 |
==> power breakdown <==
part	switching [mW]	leakage (nW)	internal, mW
clock	0.270	0.403	0.382
combinational	0.123	2.06	0.149
sequential	0.0184	2.14	0.777
==> worst paths after layout <==
check | start | to | slack [ns] | cells after the start
max | rdPntr[1] | o_data[9] | 6.90 | 8
min reg2reg | wrPntr[2] | wrPntr[2] | 0.56 | 2
min | wrPntr[2] | wrPntr[2] | 0.56 | 2
max reg2reg | rdPntr[1] | flop | 11.51 | 4
==> per-layer routing <==
layer / global-route usage / share of wire / wire (um)
met1: 0.2007 / 0.34 / 12210
met2: 0.2621 / 0.46 / 16370
met3: 0.1306 / 0.17 / 5975
met4: 0.03523 / 0.026 / 939
met5: 0 / 0 / 0
==> tightest hold or removal path, stage by stage, from the launching register on <==
cell and delay, ns:
sky130_fd_sc_hd__dfxtp_1 0.37, sky130_fd_sc_hd__nand2_1 0.08, sky130_fd_sc_hd__a21oi_1 0.06
Power figures rest on the tool's default switching activity, not on a simulated workload.
